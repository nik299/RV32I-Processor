[run.sh]
#!/bin/bash
# OpenROAD 26Q1-2900-gdf79404cd8, Yosys 0.63+post, stock flow scripts
make -C /OpenROAD-flow-scripts/flow DESIGN_CONFIG=/design/flow/config.mk WORK_HOME=/design/flow/orfs finish
[config.mk]
export PLATFORM = sky130hd
export DESIGN_NAME = CPU_pipe
export DESIGN_NICKNAME = CPU_pipe
export VERILOG_FILES = /design/flow/design.v
export SDC_FILE = /design/flow/constraint.sdc
export NUM_CORES = 4
export LEC_CHECK = 1
export CORE_UTILIZATION = 50
[constraint.sdc]
current_design CPU_pipe

set clk_period 29.8
set clk_io_pct 0.2

create_clock -name clk0 -period $clk_period [get_ports {clk}]

set non_clock_inputs [all_inputs -no_clocks]
set_input_delay [expr $clk_period * $clk_io_pct] -clock clk0 $non_clock_inputs
set_output_delay [expr $clk_period * $clk_io_pct] -clock clk0 [all_outputs]
[design.v]
`timescale 1ns/1ns
module ALU(A, B, switch, operation, O, Z, N, V);  
    input [2:0] operation;
    input [31:0] A, B;
    input switch;
    output [31:0] O;
    output Z, N, V;
    wire [31:0] add, sll, shift, slt, sltu, lxor, srl, lor, land;
    wire c, v;
    assign {c, add} = switch? A - B: A + B;
    assign v = c ^ (add[31] ^ A[31] ^ B[31]);
    assign V = (operation == 3'b000)?  v: (2'b00);
    assign sll = A << B[4:0];
    assign slt = ($signed(A) < ($signed(B))? 32'b1: 32'b0);
    assign sltu = ({0, A} < {0, B})? 32'b1: 32'b0;
    assign lxor = A ^ B;
    assign srl = switch? ($signed(A) >>> B[4:0]): A >> B[4:0];
    assign lor = A | B;
    assign land = A & B;
    Mux8 mux8(.A(add), .B(sll), .C(slt), .D(sltu), .E(lxor), .F(srl), .G(lor), .H(land), .sel(operation), .O(O));
    assign Z = (O == 32'b0)? 1'b1: 1'b0;
    assign N = O[31];
endmodule
`timescale 1ns / 1ps
module CPU_pipe(
    clk,
	 rst,
    drdata,
    we,
    dwdata,
    daddr,
    idata,
    iaddr,
	 pc,
	 x31,
	 errorbits,
	 wrongaddr
    );
input clk;
input rst;
input [31:0] drdata;
input [31:0] idata;
wire erldst;
output [3:0] we;
output [31:0] dwdata;
output [31:0] daddr;
output [31:0] iaddr;
output [31:0] pc;
output [31:0] x31;
output [31:0] errorbits;
output [31:0] wrongaddr;
parameter s1 = 64;
parameter s2 = 165;
parameter s3 = 141;
parameter s4 = 108;
reg [s1-1:0] IF_ID;
reg [s2-1:0] ID_EX;
reg [s3-1:0] EX_MEM;
reg [s4-1:0] MEM_WB;
wire st0,st1,st2,loadc,memh1,memh2,exh1,exh2;
reg [31:0] erroraddr,saddr,scause;
wire [31:0] memin;
wire [3:0] iobytes;
wire [3:0] extra;
wire Z, N, V,errorins;
wire [31:0] rv1, rv2, regwrite;
wire [31:0] imm, pcimm, aluout,next_addr,finregw,frv1,frv2,error_next;
wire [3:0] alu_op; 
wire r, jal, ui, u_control, i, s, branch,jalr,pcsrc,dready;
wire mem_read, mem_read_sext,regwe;
assign we = ({4{EX_MEM[103]}} & extra);
assign daddr = EX_MEM[31:0];
assign pc=iaddr;
assign exh1 = ((~EX_MEM[102]) & (EX_MEM[100] & ( ID_EX[63:59] == EX_MEM[108:104]) & (~( EX_MEM[108:104] == 0))));
assign exh2 = ((~EX_MEM[102]) & (EX_MEM[100] & ( ID_EX[68:64] == EX_MEM[108:104])  & (~( EX_MEM[108:104] == 0))));
assign memh1 = ~exh1 & ((MEM_WB[100] & (MEM_WB[107:103] == ID_EX[63:59])) & ~(MEM_WB[107:103] ==5'b00000));
assign memh2 = ~exh2 & ((MEM_WB[100] & (MEM_WB[107:103] == ID_EX[68:64])) & ~(MEM_WB[107:103] ==5'b00000));
Mux4 #(32) mux4a(.A(ID_EX[132:101]), .B(finregw), .C(EX_MEM[31:0]), .D(EX_MEM[31:0]), .sel({exh1,memh1}), .O(frv1));
Mux4 #(32) mux4b(.A(ID_EX[100:69]), .B(finregw), .C(EX_MEM[31:0]), .D(EX_MEM[31:0]), .sel({exh2,memh2}), .O(frv2));
errordetect errordetect (.idata(idata), .error(errorbits[2:0]));
assign errorbits[3] = (EX_MEM[103] | EX_MEM[102]) & (erldst | (daddr > 32'h0000007c) );
assign errorbits[4] = (iaddr > 32'h 0000007c);
assign errorbits[31:5] = 0;
assign error_next = (errorins | errorbits[3])? erroraddr : next_addr;
assign wrongaddr = ({32{(errorins | errorbits[3])}} & ((errorins)? iaddr : EX_MEM[140:109]));
assign errorins = (errorbits[0] | errorbits[1] | errorbits[2] | errorbits[4]);
ProgramCounter pc1(.clk(clk),.rst(rst), .addr(iaddr), .next_addr(error_next),.pcsrc(pcsrc | errorins | errorbits[3]),.st0(st0));
DataPath dp(.pc(ID_EX[164:133]), .memin(memin), .pcimm(pcimm), .rv1(frv1), .rv2(frv2), .regwrite(regwrite), .alu_op(ID_EX[50:47]), .imm(ID_EX[46:15]), .aluout(aluout), .r(ID_EX[14]), .jal(ID_EX[13]), .ui(ID_EX[12]), .u_control(ID_EX[11]), .i(ID_EX[10]), .s(ID_EX[9]), .branch(ID_EX[8]),.jalr(ID_EX[7]), .Z(Z), .N(N), .V(V));
Decoder dc(.word(IF_ID[31:0]), .alu_op(alu_op), .imm(imm), .r(r), .jal(jal), .ui(ui), .u_control(u_control), .i(i), .s(s), .branch(branch),.jalr(jalr), .mem_read(mem_read), .mem_read_sext(mem_read_sext),.regwe(regwe), .iobytes(iobytes));
RegisterFile file(.clk(clk), .rst(rst), .rs1(IF_ID[19:15]), .rs2(IF_ID[24:20]), .rd(MEM_WB[107:103]), .rv1(rv1), .rv2(rv2), .indata(finregw), .we(MEM_WB[100]),.x31(x31));
memc mem1(.memdata(EX_MEM[95:64]),.addr(EX_MEM[1:0]),.type(EX_MEM[99:96]),.ioout(extra),.memin(dwdata),.error(erldst));
branch branch1(.Z(Z),.N(N),.V(V),.branch(ID_EX[8]),.ui(ID_EX[12]),.u_control(ID_EX[11]),.jal(ID_EX[13]),.jalr(ID_EX[7]),.funct3(ID_EX[58:56]),.pcimm(pcimm),.aluout(aluout),.next_addr(next_addr),.pcsrc(pcsrc));
regc regc(.regwrite(MEM_WB[95:64]), .memout(MEM_WB[31:0]), .iobytes(MEM_WB[99:96]),.aluout(MEM_WB[33:32]), .mem_read(MEM_WB[102]), .mem_read_sext(MEM_WB[101]),.finregw(finregw));
assign dready = 1'b0;
always @(posedge clk) begin
	if(st1) IF_ID<={iaddr,idata};
	if(st2) ID_EX<={IF_ID[63:32],rv1,rv2,IF_ID[24:7],alu_op,imm,r,jal,ui,u_control,i,s,branch,jalr,mem_read,mem_read_sext,regwe,iobytes};
	if (~errorbits[3] & ~dready) EX_MEM<={ID_EX[164:133],ID_EX[55:51],ID_EX[9],ID_EX[6:0],memin,regwrite,aluout};
	if (~errorbits[3] & ~dready) MEM_WB<={EX_MEM[108:104],EX_MEM[102:96],EX_MEM[63:0],drdata};
	if(pcsrc  | errorins | errorbits[3]) IF_ID<=64'h0000000000000fb3;
	if(pcsrc | ~loadc | errorbits[3]) ID_EX<=165'hf8000000004831;
	if(errorbits[3]) EX_MEM<=109'h1f31000000000000000000000000;
	if (errorbits[3]) MEM_WB<={wrongaddr};
	if (errorins | errorbits[3]) 
		begin
			saddr<=wrongaddr;
			scause<=errorbits;
		end
	if(rst)
		begin
			IF_ID<=0;
			ID_EX<=0;
			EX_MEM<=0;
			MEM_WB<=0;
			erroraddr<= 32'h00000074; 
			saddr<=0;
			scause<=0;
		end
	end
assign loadc =	~(ID_EX[6] & ((IF_ID[19:15] == ID_EX[55:51]) | (IF_ID[24:20] == ID_EX[55:51])) & (ID_EX[55:51] !=5'b00000));
assign st0 =	 loadc | pcsrc & ~dready;
assign st1 =	 loadc & ~pcsrc & ~errorins & ~errorbits[3] & ~dready;
assign st2 =	 loadc & ~pcsrc & ~errorbits[3] & ~dready;
initial begin
	IF_ID<=0;
	ID_EX<=0;
	EX_MEM<=0;
	MEM_WB<=0;
	erroraddr<= 32'h00000074;
	saddr<=0;
	scause<=0;
end
endmodule
`timescale 1ns/1ns
module DataPath(
    pc,
    rv1, 
    rv2, 
    regwrite,
    alu_op,
    imm,
    aluout,
    r,
    jal,
    ui,
    u_control,
    i,
    s,
    branch,
	 jalr,
    memin,
    pcimm,
    Z,
    N,
    V
);
input [3:0] alu_op;
input [31:0] rv1,rv2,pc, imm;
input r, jal, ui, u_control, i, s, branch,jalr;
output Z, N, V;
output [31:0] aluout, memin, pcimm,regwrite;
wire [31:0] bAlu,add_addr;
assign bAlu = ({32{r | branch}} & rv2) | ({32{i | s}} & imm);
ALU thing(.A(rv1), .B(bAlu), .switch(alu_op[3]), .operation(alu_op[2:0]), .O(aluout), .Z(Z), .N(N), .V(V));
assign pcimm = pc + imm;
assign regwrite = ({32{ui}} & ((u_control)? imm : pcimm)) | ({32{jal | jalr}} & {pc+4}) | ({32{r |(i & ~jalr)}} & aluout) ;
assign memin = rv2;
endmodule
`timescale 1ns/1ns
module Decoder(
    word,
    alu_op,
    imm,
    r,
    jal,
    ui,
    u_control,
    i,
    s,
    branch,
	 jalr,
    mem_read,
    mem_read_sext,
	 regwe,
    iobytes
);
input [31:0] word;
output [31:0] imm;
output [3:0] alu_op;  
output r, jal, ui, u_control, i, s, branch,jalr;
output mem_read, mem_read_sext,regwe;
output [3:0] iobytes;
wire arith, load_store;
wire [2:0] funct3;
wire [31:0] imm_u,imm_uj,imm_i,imm_s,imm_sb;
assign funct3 = word[14:12];                                
assign u_control = word[5];                               
assign arith = (word[4:2] == 3'b100);                       
assign load_store = (word[4:2] == 3'b000) & ~word[6];       
assign ui = (word[4:2] == 3'b101);                          
assign jal = (word[4:2] == 3'b011);                         
assign jalr =(word[4:2] == 3'b001);                         
assign r = arith & u_control;                                 
assign i = ((arith | load_store ) & (~u_control)) | jalr;     
assign s = load_store & u_control ;                           
assign mem_read = load_store & ~(u_control);                  
assign branch = (word[4:2] == 3'b000)& u_control & word[6];   
assign regwe = ~(branch | s); 
assign imm_uj = {{11{word[31]}}, word[31], word[19:12], word[20], word[30:21], 1'b0}; 
assign imm_u = {word[31:12], 12'b0};                                                  
assign imm_i = {{20{word[31]}}, word[31:20]};                                         
assign imm_s = {{20{word[31]}}, word[31:25], word[11:7]};                             
assign imm_sb = {{19{word[31]}}, word[31], word[7], word[30:25], word[11:8], 1'b0};   
assign imm = (({32{ui}} & imm_u) | ({32{jal}} & imm_uj) | ({32{i}} & imm_i) | ({32{s}} & imm_s) | ({32{branch}} & imm_sb));
assign mem_read_sext = ~funct3[2];             
assign alu_op = arith? { ((u_control | (funct3 == 3'b101)) & word[30]), funct3}: {{~(load_store | jalr)}, 3'b000};
Mux4 #(4) mux4(.A(4'b0001), .B(4'b0011), .C(4'b1111), .D(4'b0000), .sel(funct3[1:0]), .O(iobytes));
endmodule
`timescale 1ns/1ns
module Extender(isSigned, in, out);
    parameter inputLength = 12;
    input [31:0] in;
    output [31:0] out;
    input isSigned;
    assign out = isSigned? {{(32 - inputLength){in[inputLength - 1]}}, in[inputLength - 1: 0]}:{{(32 - inputLength){1'b0}}, in[inputLength - 1: 0]};
endmodule
`timescale 1ns/1ns
module Mux2(A, B, sel, O);
    parameter width = 32;
    input sel;
    input  [width - 1:0] A, B;
    output [width - 1:0] O;
    assign O = (sel)? B : A;
endmodule
module Mux4(A, B, C, D, sel, O);
    parameter width = 32;
    input  [1:0] sel;
    input  [width - 1:0] A, B, C, D;
    output [width - 1:0] O;
    wire [width - 1:0] w1, w2;
    Mux2 #(width) m41(A, B, sel[0], w1);
    Mux2 #(width) m42(C, D, sel[0], w2);
    Mux2 #(width) m43(w1, w2, sel[1], O);
endmodule
module Mux8(A, B, C, D, E, F, G, H, sel, O);
    parameter width = 32;
    input  [2:0] sel;
    input  [width - 1:0] A, B, C, D, E, F, G, H;
    output [width - 1:0] O;
    wire [width - 1:0] w1, w2;
    Mux4 #(width) m81(A, B, C, D, sel[1:0], w1);
    Mux4 #(width) m82(E, F, G, H, sel[1:0], w2);
    Mux2 #(width) m83(w1, w2, sel[2], O);
endmodule
`timescale 1ns/1ns
module ProgramCounter(clk, rst, next_addr,pcsrc, addr,st0);
	input clk, rst,pcsrc,st0;
	input [31:0] next_addr;
	output reg [31:0] addr;
initial addr<=0;	
	always @ (posedge clk) 
	begin
		if(st0) 
		begin
			if(rst) addr<=0;
			else addr <=  pcsrc? next_addr:addr+4;
		end
	end
endmodule
`timescale 1ns/1ns
module RegisterFile(clk, rst, rs1, rs2, rd, rv1, rv2, indata, we,x31);
    input clk, rst, we;
    input [4:0] rs1, rs2, rd;
    output [31:0] rv1, rv2,x31;
    input [31:0] indata;
    reg [31:0] mem [31:0];
    assign rv1 = ((rs1 == rd) & (rd != 0) & we)? indata : mem[rs1];
    assign rv2 = ((rs2 == rd) & (rd != 0) & we)? indata : mem[rs2];
	 assign x31 = mem[5'b11111];
integer i;
initial for (i=0;i<32;i=i+1) mem[i] =0;  
    always @(posedge clk) 
	 begin
		if(rst) for (i=0;i<32;i=i+1) mem[i] <=0; 
      else  if (we) mem[rd] <= indata;
		mem[{5'b0000}] <= 32'h00000000;  
    end
endmodule
`timescale 1ns / 1ps
module branch(
Z,
N,
V,
branch,
ui,
u_control,
jal,
jalr,
funct3,
pcimm,
aluout,
next_addr,
pcsrc
    );
input Z,N,V,branch,ui,u_control,jal,jalr;
input [2:0] funct3;
input [31:0] pcimm,aluout;
output pcsrc;
output [31:0] next_addr;
wire condition, signed_comp,load_pc;
assign load_pc = (branch & condition) | jal | (ui & (~u_control)); 
assign signed_comp = (V)? ~N: N;
assign pcsrc = load_pc | jalr;
Mux8 #(1) mux8(.A(Z), .B(~Z), .C(1'b0), .D(1'b0), .E(signed_comp), .F(~signed_comp), .G(N), .H(~N), .sel(funct3), .O(condition));
assign next_addr= jalr? {{aluout[31:1]},1'b0} : pcimm;
endmodule
`timescale 1ns / 1ps
module errordetect(
    idata,
	 error
    );
input [31:0] idata;
output [2:0] error;
wire t4,t5,t6,t7;
assign t4 = (idata[6:2]==5'b11001);
assign t5 = (idata[6:2]==5'b11000);
assign t6 = (idata[6:2]==5'b00000);
assign t7 = (idata[6:2]==5'b01000);
assign t8 = (idata[6:2]==5'b00100);
assign t9 = (idata[6:2]==5'b01100);
assign error[0] = ~((idata[0] & idata[1])  & ((idata[6:2]==5'b01101) | (idata[6:2]==5'b00101) | (idata[6:2]==5'b11011) | t4 | t5 | t6 | t7 | t8 | t9));
assign error[1] = (t4 & ~(idata[14:12]==3'b000)) | (t5 & (idata[14:12]==3'b010 | idata[14:12]==3'b011)) | (t6 & (idata[14:12]==3'b110 | idata[14:12]==3'b011 | idata[14:12]==3'b111)) | (t7 & (idata[14:12]==3'b011 | idata[14]==1 ));
assign error[2] =  ((t9 | (t8 & idata[13:12]==2'b01)) & (idata[29:25]!=5'b00000) & idata[31]);
endmodule
`timescale 1ns / 1ps
module memc(
memdata,
addr,
type,
ioout,
memin,
error
    );
input [31:0] memdata;
input [1:0] addr;
input [3:0] type;
output [3:0] ioout;
output [31:0] memin;
output error;
assign ioout = (type !=0)? (type<<addr):type;
assign memin = (type!=0)? (memdata<<{{addr},3'b000}):memdata;
assign error = ((type == 4'b0011) & (addr[0])) | ((type == 4'b1111) & (addr[0] | addr[1]));
endmodule
`timescale 1ns / 1ps
module regc(
regwrite,
memout,
iobytes,
aluout,
mem_read,
mem_read_sext,
finregw
    );
input [31:0] regwrite,memout;	 
input [3:0] iobytes;
input [1:0] aluout;
input mem_read,mem_read_sext;
wire [31:0] memimm;
output [31:0] finregw;
assign memimm = memout>>{aluout[1:0],3'b000};
wire [31:0] memextb, memexth, memext;	 
Extender #(8) memory(.isSigned(mem_read_sext), .in(memimm), .out(memextb));
Extender #(16) memory2(.isSigned(mem_read_sext), .in(memimm), .out(memexth));    
Mux8 mux8(.A(memout), .B(memextb), .C(memout), .D(memexth), .E(memout), .F(memout), .G(memout), .H(memout), .sel(iobytes[2:0]), .O(memext)); 
assign finregw =mem_read? memext: regwrite;
endmodule
==> flow_metrics.tcl <==
# collected from the flow reports
set metrics [dict create \
    row_count 148 \
    cts_tree "built" \
    clock_sinks 1499 \
    final_cells 9477 \
    cp_max_fo 32 \
    slowest_delay_ns 0.54 \
    cp-start-kind "input pin" \
    synth_chip_area_um2 82500 \
    io_pins 294 \
    comb_power_share 0.152 \
    fmax_ghz 0.0677 \
    cts_made_buffers 161 \
    fillCellCount 13319 \
    dpl_worst_slack_ns 15.06 \
    totalWireLength_mm 334 \
    grt_pass1_vias 62904 \
    cp_top_family "buffers and inverters" \
    synth_stat.cells 7134 \
    fin_crit_sh 0.496 \
    dp_hpwl_mm 225 \
    worstSkewPairLatency_ns 0.83 \
    end_kind "output pin" \
    dr.pass1.iters 6 \
    crit_slowest_cell "or4_1" \
    switching_power_mw 1.47 \
    detail-route-antenna-nets 0 \
    fin_crit_ns 14.77 \
    grt_max_degree 78 \
    relSlewSlack 0.177 \
    portBuffers 266 \
    synth.distinct_cells 102 \
    rsz0062_at_grt "false" \
    final-comb-area_um2 39000 \
    die_height_um 408 \
    setup.worst_path.class "input pin to output pin" \
    core_um2 163000 \
    grt_first_pass_wirelength_mm 468 \
    skew_ns 0.0465 \
    hold_path_class "flip-flop to flip-flop" \
    worstPathCellList "clkdlybuf4s50_1 > or4_1 > o21ai_0 > nand4_1 > nor2_2 > buf_4 > a22o_1 > clkdlybuf4s50_1" \
    grt_overflow 0 \
    setup-violations-final 0 \
    cts_buffer_depth 3 \
    p_int_mw 3.72 \
    grt_usage 0.434 \
    flop_area_um2 40300 \
    synthTopLogicFamily "multiplexers" \
    synth_flops 1499 \
    yosys.area_share.simple 0.129 \
    setup_tns_ns 0 \
    drive_gt1_frac 0.186 \
    pwr-share-clk 0.391 \
    viasPerCell 6.54 \
    post-route-drc-count 0 \
    slew_viol_final 0 \
    drt_iter0_drc 5764 \
    status "finished clean" \
    synthesis.area_um2 82500 \
    async_reset_ff_frac 0 \
    maxCapViolations 0 \
    cts_setup_buffers 0 \
    cts_root_buf "clkbuf_16" \
    avgSynthCellArea_um2 11.6 \
    p_per_area_nw_per_um2 55.9 \
    flop_cell "edfxtp_1" \
    place.gp.congestion 1.05 \
    floorplan.core_util 0.505 \
    syn2layout_area_growth_pct 12.4 \
    seqPwrFrac 0.457 \
    synth-xor-area-share 0.0143 \
    yosysWarningCount 5 \
    hold_viol_final 0 \
    synth.yosys.seq_area_share 0.488 \
    leakage_nw 31.3 \
    warnings 93 \
    required_ns 23.84 \
    vdd_drop_max_uv 69.2 \
    synthAoiAreaFrac 0.111 \
    p_sw_frac 0.283 \
    setup_ws_ns 15.03 \
    wire_per_inst_um 35.2 \
    synth.area.mux_share 0.191 \
    ys_sh_adder 0.0209 \
    cts_hold_buf 0 \
    crit_buf_inv 3 \
    die_w_um 408 \
    die_area_um2 167000 \
    worst_path_most_repeated_cell "clkdlybuf4s50_1" \
    htree_levels 4 \
    cts_repair_resize_count 0 \
    syn_inst 7134 \
    worst_pin_slew_ns 1.23 \
    antenna_found_initial 6 \
    cts.clk_slew.worst_paths_ns 0.06 \
    dp.cells 9175 \
    route.vias.total 62004 \
    synth-edff-count 1024 \
    arrival_ns 8.81 \
]
## power by group through the flow
stage                 Combinational, mW  Clock [mW]  Sequential [mW]
after CTS                         0.767        2.04             2.37
after global routing              0.818        2.12             2.38
final                             0.788        2.03             2.37
## path summary, 6_finish.rpt
check / from / endpoint / slack [ns] / cells past startpoint
hold reg to reg: EX_MEM[47]$_SDFF_PP0_ / MEM_WB[79]$_SDFF_PP0_ / 0.42 / 1
hold / removal: EX_MEM[47]$_SDFF_PP0_ / MEM_WB[79]$_SDFF_PP0_ / 0.42 / 1
setup reg to reg: MEM_WB[33]$_SDFF_PP0_ / ID_EX[111]$_SDFFE_PP0P_ / 19.10 / 28
setup / recovery: idata[27] / wrongaddr[2] / 15.03 / 8
## worst reg2reg max path: cells and delay by family, from the launching register on
kind            cells  cell delay [ns]
simple gates        5             1.77
flops               1             0.79
fa+ha+maj           1             0.46
buf+inv             4             1.46
mux                 1             0.67
xor+xnor            1             0.12
compound gates     16             5.19
## metrics by stage
| stage | util | power [mW] | instance area, um^2 | hold WS (ns) |
|---|---|---|---|---|
| after global placement | 0.535 | 3.17 | 87400 | 0.408 |
| after global routing | 0.568 | 5.32 | 92700 | 0.429 |
| after detailed placement | 0.535 | 3.17 | 87400 | 0.411 |
| after CTS | 0.568 | 5.18 | 92700 | 0.416 |
| after floorplan | - | 2.81 | 82700 | 0.406 |
| final | 0.568 | 5.19 | 92700 | 0.420 |
## cell usage in the layout (no fill, tap or decap), types with 59 or more instances in the layout
| master | netlist | final |
|---|---|---|
| nand2_1 | 355 | 355 |
| conb_1 | 1 | 59 |
| and2_1 | 206 | 206 |
| mux2i_1 | 99 | 99 |
| mux4_2 | 645 | 645 |
| edfxtp_1 | 1024 | 1024 |
| clkbuf_16 | 0 | 167 |
| nor2b_1 | 101 | 101 |
| dfxtp_1 | 475 | 462 |
| clkdlybuf4s50_1 | 0 | 265 |
| nand3_1 | 65 | 65 |
| o21ai_0 | 178 | 178 |
| buf_4 | 97 | 287 |
| ha_1 | 133 | 133 |
| a211oi_1 | 220 | 218 |
| xnor2_1 | 84 | 84 |
| nor2_1 | 1391 | 1385 |
| inv_1 | 128 | 128 |
| a21oi_1 | 343 | 341 |
## cell type report
cell class,instances,area share
clock inverter,87,0.00952
multi-input combinational,4812,0.421
timing repair buffer,554,0.0523
sequential,1499,0.435
clock buffer,214,0.0478
tap,2175,0.0293
antenna,1,0.0000270
inverter,135,0.00546
## cells in the mapped netlist (26+ instances only)
master	count	area, um^2
buf_2	40	200
o2bb2ai_1	27	236
nor2b_1	101	632
edfxtp_1	1024	30700
o22ai_1	31	194
nand2b_1	58	363
clkbuf_1	527	1980
a31oi_1	42	263
and3_1	26	163
nor4_1	34	213
nor3_1	59	295
buf_4	97	728
nor2_1	1391	5220
nand2_1	355	1330
a211oi_1	220	1650
a21o_1	57	428
xnor2_1	84	736
mux2i_1	99	991
xor2_1	51	447
ha_1	133	1660
and2_1	206	1290
o21ai_0	178	891
nand3_1	65	325
o211ai_1	39	293
a21oi_1	343	1720
inv_1	128	480
mux4_2	645	14500
a22oi_1	34	255
o31ai_1	29	218
buf_1	78	293
dfxtp_1	475	9510
## state kept, by name (all words and copies together), names as in the netlist
register  flops
file.mem   1024
ID_EX       164
EX_MEM      140
MEM_WB       77
IF_ID        62
pc1.addr     32
## logic make-up after synthesis
group,after synthesis
AND/OR/NAND/NOR,2402
flip-flops,1499
AND-OR/OR-AND,1312
buffers and inverters,881
multiplexers,768
adder cells (fa/ha/maj),136
XOR/XNOR,135
other,1
## layer usage
metal  track usage  vias to the layer above  share of wire
li1              -                    26555              -
met1         0.570                    30381           0.34
met2         0.620                     4264           0.45
met3         0.225                      784           0.13
met4         0.209                       20          0.066
met5        0.0388                        -         0.0020
Power and IR drop assume default switching activity.
