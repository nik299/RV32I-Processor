--- flow/run.sh ---
#!/bin/bash
# OpenROAD 26Q1-2900-gdf79404cd8, Yosys 0.63+post, stock flow scripts
make -C /OpenROAD-flow-scripts/flow DESIGN_CONFIG=/design/flow/config.mk WORK_HOME=/design/flow/orfs finish
--- flow/design.v ---
`timescale 1ns/1ns
module ALU(A, B, switch, operation, O, Z, N, V);  
    input [2:0] operation;
    input [31:0] A, B;
    input switch;
    output [31:0] O;
    output Z, N, V;
    wire [31:0] add, sll, shift, slt, sltu, lxor, srl, lor, land;
    wire c, v;
    assign {c, add} = switch? A - B: A + B;
    assign v = c ^ (add[31] ^ A[31] ^ B[31]);
    assign V = (operation == 3'b000)?  v: (2'b00);
    assign sll = A << B[4:0];
    assign slt = ($signed(A) < ($signed(B))? 32'b1: 32'b0);
    assign sltu = ({0, A} < {0, B})? 32'b1: 32'b0;
    assign lxor = A ^ B;
    assign srl = switch? ($signed(A) >>> B[4:0]): A >> B[4:0];
    assign lor = A | B;
    assign land = A & B;
    Mux8 mux8(.A(add), .B(sll), .C(slt), .D(sltu), .E(lxor), .F(srl), .G(lor), .H(land), .sel(operation), .O(O));
    assign Z = (O == 32'b0)? 1'b1: 1'b0;
    assign N = O[31];
endmodule
`timescale 1ns/1ns
module DataPath(
    pc,
    rv1, 
    rv2, 
    regwrite,
    alu_op,
    imm,
    aluout,
    r,
    jal,
    ui,
    u_control,
    i,
    s,
    branch,
	 jalr,
    memin,
    pcimm,
    Z,
    N,
    V
);
input [3:0] alu_op;
input [31:0] rv1,rv2,pc, imm;
input r, jal, ui, u_control, i, s, branch,jalr;
output Z, N, V;
output [31:0] aluout, memin, pcimm,regwrite;
wire [31:0] bAlu,add_addr;
assign bAlu = ({32{r | branch}} & rv2) | ({32{i | s}} & imm);
ALU thing(.A(rv1), .B(bAlu), .switch(alu_op[3]), .operation(alu_op[2:0]), .O(aluout), .Z(Z), .N(N), .V(V));
assign pcimm = pc + imm;
assign regwrite = ({32{ui}} & ((u_control)? imm : pcimm)) | ({32{jal | jalr}} & {pc+4}) | ({32{r |(i & ~jalr)}} & aluout) ;
assign memin = rv2;
endmodule
`timescale 1ns/1ns
module Decoder(
    word,
    alu_op,
    imm,
    r,
    jal,
    ui,
    u_control,
    i,
    s,
    branch,
	 jalr,
    mem_read,
    mem_read_sext,
	 regwe,
    iobytes
);
input [31:0] word;
output [31:0] imm;
output [3:0] alu_op;  
output r, jal, ui, u_control, i, s, branch,jalr;
output mem_read, mem_read_sext,regwe;
output [3:0] iobytes;
wire arith, load_store;
wire [2:0] funct3;
wire [31:0] imm_u,imm_uj,imm_i,imm_s,imm_sb;
assign funct3 = word[14:12];                                
assign u_control = word[5];                               
assign arith = (word[4:2] == 3'b100);                       
assign load_store = (word[4:2] == 3'b000) & ~word[6];       
assign ui = (word[4:2] == 3'b101);                          
assign jal = (word[4:2] == 3'b011);                         
assign jalr =(word[4:2] == 3'b001);                         
assign r = arith & u_control;                                 
assign i = ((arith | load_store ) & (~u_control)) | jalr;     
assign s = load_store & u_control ;                           
assign mem_read = load_store & ~(u_control);                  
assign branch = (word[4:2] == 3'b000)& u_control & word[6];   
assign regwe = ~(branch | s); 
assign imm_uj = {{11{word[31]}}, word[31], word[19:12], word[20], word[30:21], 1'b0}; 
assign imm_u = {word[31:12], 12'b0};                                                  
assign imm_i = {{20{word[31]}}, word[31:20]};                                         
assign imm_s = {{20{word[31]}}, word[31:25], word[11:7]};                             
assign imm_sb = {{19{word[31]}}, word[31], word[7], word[30:25], word[11:8], 1'b0};   
assign imm = (({32{ui}} & imm_u) | ({32{jal}} & imm_uj) | ({32{i}} & imm_i) | ({32{s}} & imm_s) | ({32{branch}} & imm_sb));
assign mem_read_sext = ~funct3[2];             
assign alu_op = arith? { ((u_control | (funct3 == 3'b101)) & word[30]), funct3}: {{~(load_store | jalr)}, 3'b000};
Mux4 #(4) mux4(.A(4'b0001), .B(4'b0011), .C(4'b1111), .D(4'b0000), .sel(funct3[1:0]), .O(iobytes));
endmodule
`timescale 1ns/1ns
module Extender(isSigned, in, out);
    parameter inputLength = 12;
    input [31:0] in;
    output [31:0] out;
    input isSigned;
    assign out = isSigned? {{(32 - inputLength){in[inputLength - 1]}}, in[inputLength - 1: 0]}:{{(32 - inputLength){1'b0}}, in[inputLength - 1: 0]};
endmodule
`timescale 1ns/1ns
module Mux2(A, B, sel, O);
    parameter width = 32;
    input sel;
    input  [width - 1:0] A, B;
    output [width - 1:0] O;
    assign O = (sel)? B : A;
endmodule
module Mux4(A, B, C, D, sel, O);
    parameter width = 32;
    input  [1:0] sel;
    input  [width - 1:0] A, B, C, D;
    output [width - 1:0] O;
    wire [width - 1:0] w1, w2;
    Mux2 #(width) m41(A, B, sel[0], w1);
    Mux2 #(width) m42(C, D, sel[0], w2);
    Mux2 #(width) m43(w1, w2, sel[1], O);
endmodule
module Mux8(A, B, C, D, E, F, G, H, sel, O);
    parameter width = 32;
    input  [2:0] sel;
    input  [width - 1:0] A, B, C, D, E, F, G, H;
    output [width - 1:0] O;
    wire [width - 1:0] w1, w2;
    Mux4 #(width) m81(A, B, C, D, sel[1:0], w1);
    Mux4 #(width) m82(E, F, G, H, sel[1:0], w2);
    Mux2 #(width) m83(w1, w2, sel[2], O);
endmodule
`timescale 1ns/1ns
module ProgramCounter(clk, rst, next_addr,pcsrc, addr,st0);
	input clk, rst,pcsrc,st0;
	input [31:0] next_addr;
	output reg [31:0] addr;
initial addr<=0;	
	always @ (posedge clk) 
	begin
		if(st0) 
		begin
			if(rst) addr<=0;
			else addr <=  pcsrc? next_addr:addr+4;
		end
	end
endmodule
`timescale 1ns/1ns
module RegisterFile(clk, rst, rs1, rs2, rd, rv1, rv2, indata, we,x31);
    input clk, rst, we;
    input [4:0] rs1, rs2, rd;
    output [31:0] rv1, rv2,x31;
    input [31:0] indata;
    reg [31:0] mem [31:0];
    assign rv1 = ((rs1 == rd) & (rd != 0) & we)? indata : mem[rs1];
    assign rv2 = ((rs2 == rd) & (rd != 0) & we)? indata : mem[rs2];
	 assign x31 = mem[5'b11111];
integer i;
initial for (i=0;i<32;i=i+1) mem[i] =0;  
    always @(posedge clk) 
	 begin
		if(rst) for (i=0;i<32;i=i+1) mem[i] <=0; 
      else  if (we) mem[rd] <= indata;
		mem[{5'b0000}] <= 32'h00000000;  
    end
endmodule
`timescale 1ns / 1ps
module a6(
    clk,
	 rst,
    drdata,
    we,
    dwdata,
    daddr,
    idata,
    iaddr,
	 pc,
	 x31,
	 IF_ID,
	 ID_EX,
	 EX_MEM,
	 MEM_WB
    );
input clk;
input rst;
input [31:0] drdata;
input [31:0] idata;
output [3:0] we;
output [31:0] dwdata;
output [31:0] daddr;
output [31:0] iaddr;
output [31:0] pc;
output [31:0] x31;
parameter s1 = 64;
parameter s2 = 165;
parameter s3 = 109;
parameter s4 = 108;
output reg [s1-1:0] IF_ID;
output reg [s2-1:0] ID_EX;
output reg [s3-1:0] EX_MEM;
output reg [s4-1:0] MEM_WB;
wire st0,st1,st2,loadc,memh1,memh2,exh1,exh2;
wire [31:0] memin;
wire [3:0] iobytes;
wire [3:0] extra;
wire Z, N, V;
wire [31:0] rv1, rv2, regwrite;
wire [31:0] imm, pcimm, aluout,next_addr,finregw,frv1,frv2;
wire [3:0] alu_op; 
wire r, jal, ui, u_control, i, s, branch,jalr,pcsrc;
wire mem_read, mem_read_sext,regwe;
assign we = ({4{EX_MEM[103]}} & extra);
assign daddr = EX_MEM[31:0];
assign pc=iaddr;
assign exh1 = ((~EX_MEM[102]) & (EX_MEM[100] & ( ID_EX[63:59] == EX_MEM[108:104]) & (~( EX_MEM[108:104] == 0))));
assign exh2 = ((~EX_MEM[102]) & (EX_MEM[100] & ( ID_EX[68:64] == EX_MEM[108:104])  & (~( EX_MEM[108:104] == 0))));
assign memh1 = ~exh1 & ((MEM_WB[100] & (MEM_WB[107:103] == ID_EX[63:59])) & ~(MEM_WB[107:103] ==5'b00000));
assign memh2 = ~exh2 & ((MEM_WB[100] & (MEM_WB[107:103] == ID_EX[68:64])) & ~(MEM_WB[107:103] ==5'b00000));
Mux4 #(32) mux4a(.A(ID_EX[132:101]), .B(finregw), .C(EX_MEM[31:0]), .D(EX_MEM[31:0]), .sel({exh1,memh1}), .O(frv1));
Mux4 #(32) mux4b(.A(ID_EX[100:69]), .B(finregw), .C(EX_MEM[31:0]), .D(EX_MEM[31:0]), .sel({exh2,memh2}), .O(frv2));
ProgramCounter pc1(.clk(clk),.rst(rst), .addr(iaddr), .next_addr(next_addr),.pcsrc(pcsrc),.st0(st0));
DataPath dp(.pc(ID_EX[164:133]), .memin(memin), .pcimm(pcimm), .rv1(frv1), .rv2(frv2), .regwrite(regwrite), .alu_op(ID_EX[50:47]), .imm(ID_EX[46:15]), .aluout(aluout), .r(ID_EX[14]), .jal(ID_EX[13]), .ui(ID_EX[12]), .u_control(ID_EX[11]), .i(ID_EX[10]), .s(ID_EX[9]), .branch(ID_EX[8]),.jalr(ID_EX[7]), .Z(Z), .N(N), .V(V));
Decoder dc(.word(IF_ID[31:0]), .alu_op(alu_op), .imm(imm), .r(r), .jal(jal), .ui(ui), .u_control(u_control), .i(i), .s(s), .branch(branch),.jalr(jalr), .mem_read(mem_read), .mem_read_sext(mem_read_sext),.regwe(regwe), .iobytes(iobytes));
RegisterFile file(.clk(clk), .rst(rst), .rs1(IF_ID[19:15]), .rs2(IF_ID[24:20]), .rd(MEM_WB[107:103]), .rv1(rv1), .rv2(rv2), .indata(finregw), .we(MEM_WB[100]),.x31(x31));
memc mem1(.memdata(EX_MEM[95:64]),.addr(EX_MEM[1:0]),.type(EX_MEM[99:96]),.ioout(extra),.memin(dwdata));
branch branch1(.Z(Z),.N(N),.V(V),.branch(ID_EX[8]),.ui(ID_EX[12]),.u_control(ID_EX[11]),.jal(ID_EX[13]),.jalr(ID_EX[7]),.funct3(ID_EX[58:56]),.pcimm(pcimm),.aluout(aluout),.next_addr(next_addr),.pcsrc(pcsrc));
regc regc(.regwrite(MEM_WB[95:64]), .memout(MEM_WB[31:0]), .iobytes(MEM_WB[99:96]),.aluout(MEM_WB[33:32]), .mem_read(MEM_WB[102]), .mem_read_sext(MEM_WB[101]),.finregw(finregw));
always @(posedge clk) begin
	if(st1) IF_ID<={iaddr,idata};
	if(st2) ID_EX<={IF_ID[63:32],rv1,rv2,IF_ID[24:7],alu_op,imm,r,jal,ui,u_control,i,s,branch,jalr,mem_read,mem_read_sext,regwe,iobytes};
	EX_MEM<={ID_EX[55:51],ID_EX[9],ID_EX[6:0],memin,regwrite,aluout};
	MEM_WB<={EX_MEM[108:104],EX_MEM[102:96],EX_MEM[63:0],drdata};
	if(pcsrc) IF_ID<=64'h0000000000000fb3;
	if(pcsrc | ~loadc) ID_EX<=165'hf8000000004831;
	end
assign loadc =~(ID_EX[6] & ((IF_ID[19:15] == ID_EX[55:51]) | (IF_ID[24:20] == ID_EX[55:51])) & (ID_EX[55:51] !=5'b00000));
assign st0 =loadc | pcsrc;
assign st1 =loadc & ~pcsrc;
assign st2 =loadc & ~pcsrc;
initial begin
IF_ID<=0;
ID_EX<=0;
EX_MEM<=0;
MEM_WB<=0;
end
endmodule
`timescale 1ns / 1ps
module branch(
Z,
N,
V,
branch,
ui,
u_control,
jal,
jalr,
funct3,
pcimm,
aluout,
next_addr,
pcsrc
    );
input Z,N,V,branch,ui,u_control,jal,jalr;
input [2:0] funct3;
input [31:0] pcimm,aluout;
output pcsrc;
output [31:0] next_addr;
wire condition, signed_comp,load_pc;
assign load_pc = (branch & condition) | jal | (ui & (~u_control)); 
assign signed_comp = (V)? ~N: N;
assign pcsrc = load_pc | jalr;
Mux8 #(1) mux8(.A(Z), .B(~Z), .C(1'b0), .D(1'b0), .E(signed_comp), .F(~signed_comp), .G(N), .H(~N), .sel(funct3), .O(condition));
assign next_addr= jalr? {{aluout[31:1]},1'b0} : pcimm;
endmodule
`timescale 1ns / 1ps
module memc(
memdata,
addr,
type,
ioout,
memin,
error
    );
input [31:0] memdata;
input [1:0] addr;
input [3:0] type;
output [3:0] ioout;
output [31:0] memin;
output error;
assign ioout = (type !=0)? (type<<addr):type;
assign memin = (type!=0)? (memdata<<{{addr},3'b000}):memdata;
assign error = ((type == 4'b0011) & (addr[0])) | ((type == 4'b1111) & (addr[0] | addr[1]));
endmodule
`timescale 1ns / 1ps
module regc(
regwrite,
memout,
iobytes,
aluout,
mem_read,
mem_read_sext,
finregw
    );
input [31:0] regwrite,memout;	 
input [3:0] iobytes;
input [1:0] aluout;
input mem_read,mem_read_sext;
wire [31:0] memimm;
output [31:0] finregw;
assign memimm = memout>>{aluout[1:0],3'b000};
wire [31:0] memextb, memexth, memext;	 
Extender #(8) memory(.isSigned(mem_read_sext), .in(memimm), .out(memextb));
Extender #(16) memory2(.isSigned(mem_read_sext), .in(memimm), .out(memexth));    
Mux8 mux8(.A(memout), .B(memextb), .C(memout), .D(memexth), .E(memout), .F(memout), .G(memout), .H(memout), .sel(iobytes[2:0]), .O(memext)); 
assign finregw =mem_read? memext: regwrite;
endmodule
--- flow/constraint.sdc ---
current_design a6

set clk_period 28.0
set clk_io_pct 0.2

create_clock -name clk0 -period $clk_period [get_ports {clk}]

set non_clock_inputs [all_inputs -no_clocks]
set_input_delay [expr $clk_period * $clk_io_pct] -clock clk0 $non_clock_inputs
set_output_delay [expr $clk_period * $clk_io_pct] -clock clk0 [all_outputs]
--- flow/config.mk ---
export PLATFORM = sky130hd
export DESIGN_NAME = a6
export DESIGN_NICKNAME = a6
export VERILOG_FILES = /design/flow/design.v
export SDC_FILE = /design/flow/constraint.sdc
export NUM_CORES = 4
export LEC_CHECK = 1
export CORE_UTILIZATION = 50
==> flow_summary.rst <==
Physical design figures
=======================

.. list-table::
   :header-rows: 1

   * - Metric
     - Value
   * - Status
     - finished clean
   * - Final clock skew
     - 0.04454 ns
   * - Number of stages on the worst hold path
     - 0
   * - Critical Path Start Type
     - flop
   * - Placed Area
     - 0.09035 mm^2
   * - Clock transition at the registers of the reported paths
     - 0.06 ns
   * - Area of the core
     - 0.1611 mm^2
   * - Peak per-stage delay on the critical path
     - 0.79 ns
   * - Pre-CTS worst setup slack
     - 17.22 ns
   * - Crit path DAT
     - 11.55 ns
   * - Crit path capture type
     - flop
   * - IO buf count
     - 675
   * - Kind of critical path
     - flop to flop
   * - Routed wirelength normalized by instance count
     - 42.68 um
   * - Fraction of layout cells with a size suffix above 1
     - 18.19%
   * - Log Warnings
     - 93
   * - Worst-case vdd ir drop
     - 94.59 uV
   * - Final hold vios
     - 0
   * - Unique cell type count in the Yosys netlist
     - 105
   * - CTS tree
     - yes
   * - Max Fanout on Critical Path
     - 75
   * - Chip Footprint
     - 0.1644 mm^2
   * - Wire length of the first global-routing pass
     - 550000 um
   * - Number of vias per cell
     - 6.881
   * - Number of buffers on the longest clock path
     - 3
   * - Sum of net half-perimeters after detailed placement
     - 288600 um
   * - Crit path setup slack, layout
     - 16.98 ns
   * - Hold_ws
     - 0.3462 ns
   * - Time the final worst path needs with I/O delays and setup
     - 11.02 ns
   * - Summed area of non-filler cells in the final layout
     - 0.09586 mm^2
   * - Core Density at Floorplan
     - 50.52%
   * - Synthesized area per cell
     - 11.87 um^2
   * - Post-CTS Hold Buffers
     - 0
   * - Count of synthesis-stage warnings from yosys
     - 3
   * - Lkg Pwr
     - 34.17 nW
   * - Relative slew slack
     - 4.894%
   * - Final routed DRC violation total
     - 0
   * - Number of detailed-routing iterations run before antenna repair
     - 9
   * - Number of placed I/O pins
     - 676
   * - Power per Cell Area
     - 130.1 mW/mm^2
   * - Maximum clock frequency
     - 0.09076 GHz
   * - Count of buffers added by post-CTS timing repair for setup
     - 0
   * - Number of clock sinks seen by CTS
     - 1499
   * - Vias in the first global route
     - 66.18k
   * - Util after Layout
     - 59.50%
   * - RSZ-0062 raised after global routing
     - false
   * - Number of cells on the worst reg-to-reg path
     - 27
   * - Standard-cell rows
     - 147
   * - Maximum capacitance violations
     - 0
   * - Post-DRT Antenna Nets
     - 0
   * - Master cell of the clock root buffer
     - clkbuf_16
   * - Routability Congestion
     - 1.117
   * - Post-synthesis async set-or-reset flop share
     - 0%
   * - Violation tally from detailed-route iteration zero
     - 6990
   * - Part of the Yosys area used for sequential elements
     - 49.46%
   * - Chip Area, Yosys
     - 0.08140 mm^2
   * - Class of the most critical hold timing path
     - flop to flop
   * - Overall Power
     - 12.48 mW
   * - Reg-to-reg slack, setup
     - 16.98 ns
   * - Width of the chip
     - 405.5 um
   * - Critical Path Slowest Stage Cell
     - nor4_1
   * - Beginning of the worst register-to-register path
     - MEM_WB[96]$_DFF_P_
   * - Destination of the worst register-to-register timing path
     - pc1.addr[30]$_SDFFCE_PP0P_
   * - Filler Cells Inserted
     - 12.31k
   * - Setup-failing EPs final
     - 0
   * - Die outline height
     - 405.5 um
   * - Post-cts sizing count
     - 0
   * - Cells after Synth
     - 6857
   * - Startpoint of the lowest-slack hold path
     - EX_MEM[52]$_DFF_P_
   * - Total gr overflow
     - 0
   * - Cell repeated most along the worst path
     - buf_4
   * - Clock latency of the later-clocked register in the worst-skew pair
     - 0.84 ns
   * - Required @ worst endpoint
     - 28.54 ns
   * - Final cycle utilization of the critical path
     - 39.35%
   * - Number of instances in the placed design
     - 9295
   * - Synth Cell Area
     - 0.08140 mm^2
   * - Yosys cell count
     - 6857
   * - Aggregate routed wire length
     - 410900 um
   * - Maximum number of pins on one net before global-route repair
     - 83
   * - Routed via count
     - 66.26k
   * - Area growth from synthesis to final layout
     - 17.76%
   * - Final Max Tran Viols
     - 0
   * - Summed negative setup slack over all endpoints
     - 0 ns
   * - Final cell count without fillers
     - 9628
   * - Inserted Clock Buffers
     - 159
   * - Number of antenna violations at the first check in global routing
     - 56
   * - Main flop type after synthesis
     - edfxtp_1
   * - Total GRT Usage
     - 54.22%
   * - Worst hold endpoint
     - MEM_WB[84]$_DFF_P_
   * - Worst slew pin tran
     - 1.418 ns
   * - Flip-flop and latch count after synthesis
     - 1499
   * - EDFF count, synth
     - 1024
   * - Deepest level of the CTS H-tree
     - 4
cell type report:
type                            instances  area (um^2)  area share [%]
Clock inverter                         86        992.2           1.035
Multi-Input combinational cell       4510        37840           39.47
Timing Repair Buffer                  954         8859           9.241
Sequential cell                      1499        40310           42.05
Tap cell                             2160         2703           2.819
Clock buffer                          210         4427           4.618
Inverter                              172        648.1          0.6761
Antenna cell                           37        92.59         0.09658
cells by family after synthesis:
logic type	after synthesis	share of synthesized area, %
multiplexers	879	20.75
flip-flops	1499	49.46
adder cells (fa/ha/maj)	136	2.118
buffers and inverters	879	4.617
AND-OR/OR-AND	1098	9.829
AND/OR/NAND/NOR	2220	11.65
other	1	0.004607
XOR/XNOR	145	1.577
synthesized netlist by cell type, types with 76 or more instances:
| library cell | n | area, um^2 |
|---|---|---|
| nor2_1 | 1336 | 5015 |
| edfxtp_1 | 1024 | 30750 |
| mux4_2 | 643 | 14480 |
| clkbuf_1 | 491 | 1843 |
| dfxtp_1 | 475 | 9509 |
| nand2_1 | 397 | 1490 |
| a21oi_1 | 213 | 1066 |
| mux2i_1 | 200 | 2002 |
| o21ai_0 | 176 | 880.8 |
| inv_1 | 152 | 570.6 |
| ha_1 | 133 | 1664 |
| a211oi_1 | 121 | 908.4 |
| nor2b_1 | 104 | 650.6 |
| buf_4 | 96 | 720.7 |
| xnor2_1 | 78 | 683.2 |
| a2111oi_0 | 76 | 665.6 |
where the power goes:
group | switching [mW] | internal, mW
sequential | 0.785 | 2.77
combinational | 4.27 | 2.44
clock | 0.949 | 1.25
total | 6.01 | 6.47
critical path: cells and delay by family, from the launching register on:
kind	cells	cell delay [ns]
and+or+nand+nor	7	3.23
buffers and inverters	4	1.51
AOI/OAI and AO/OA	13	4.45
adders and majority gates	2	0.75
DFF	1	0.50
xor gates and xnor gates	1	0.19
cell usage in the layout, fill, tap and decap left out, types with 152 or more instances in the layout:
cell type,count
edfxtp_1,1024
o21ai_0,176
clkdlybuf4s50_1,674
mux4_2,643
a21oi_1,212
clkbuf_16,164
nand2_1,373
mux2i_1,200
buf_4,278
nor2_1,1334
inv_1,152
dfxtp_1,459
worst max-delay path by stage:
stage	slack (ns)	cells after the start	endpoint	startpoint
after global routing	16.62	27	pc1.addr[30]$_SDFFCE_PP0P_	MEM_WB[96]$_DFF_P_
after CTS	17.17	27	pc1.addr[30]$_SDFFCE_PP0P_	MEM_WB[96]$_DFF_P_
final	16.98	27	pc1.addr[30]$_SDFFCE_PP0P_	MEM_WB[96]$_DFF_P_
per-layer routing:
layer  global-route usage, %  up-vias  share of wire (%)
met5                   6.661        -               0.39
met1                   62.94    31916                 31
met3                   36.21     1406                 17
met4                   40.21       64                 10
met2                   71.60     6366                 42
li1                        -    26503                  -
registers in the layout, summed over array words and instances, names as in the netlist:
register	count
ID_EX	164
pc1.addr	32
EX_MEM	108
MEM_WB	107
IF_ID	64
file.mem	1024
Power figures rest on the tool's default switching activity, not on a simulated workload.
